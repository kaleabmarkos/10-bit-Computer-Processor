==> design/flow/design.v <==
module registerFile (
    input logic [9:0] D,
    input logic ENW, ENR0, ENR1, CLKb,
    input logic [1:0] WRA, RDA0, RDA1,
    output logic [9:0] Q0, Q1
);
    logic [9:0] registers [3:0];
	initial
	begin
		registers[0] = '0;
		registers[1] = '0;
		registers[2] = '0;
		registers[3] = '0;
	end
    always_ff @(negedge CLKb) begin
        if (ENW) begin
            registers[WRA] <= D;
        end
    end
    always_comb begin
        if (ENR0) begin
            Q0 = registers[RDA0];
        end
		else begin
			Q0 = 10'bz;
		end
        if (ENR1) begin
            Q1 = registers[RDA1];
        end
		else begin
			Q1 = 10'bz;
		end
    end
endmodule
==> design/flow/config.mk <==
export PLATFORM = sky130hd
export DESIGN_NAME = registerFile
export DESIGN_NICKNAME = registerFile
export VERILOG_FILES = /design/flow/design.v
export SDC_FILE = /design/flow/constraint.sdc
export NUM_CORES = 4
export LEC_CHECK = 1
export CORE_UTILIZATION = 40
==> design/flow/run.sh <==
#!/bin/bash
# OpenROAD 26Q1-2900-gdf79404cd8, Yosys 0.63+post, stock flow scripts
make -C /OpenROAD-flow-scripts/flow DESIGN_CONFIG=/design/flow/config.mk WORK_HOME=/design/flow/orfs finish
==> design/flow/constraint.sdc <==
current_design registerFile

set clk_period 1.9
set clk_io_pct 0.2

create_clock -name clk0 -period $clk_period [get_ports {CLKb}]

set non_clock_inputs [all_inputs -no_clocks]
set_input_delay [expr $clk_period * $clk_io_pct] -clock clk0 $non_clock_inputs
set_output_delay [expr $clk_period * $clk_io_pct] -clock clk0 [all_outputs]
==> results.toml <==
# synthesis and place-and-route metrics
[status]
run_status = "finished with violations"
failed_checks = "negative setup slack"

[cts]
cts_root_buffer = "clkbuf_8"
clk_pin_slew_worst_paths_ns = 0.04
number_of_buffers_added_to_fix_hold_violations_after_cts = 0
max_root_sink_buffers = 2
cts.sink_count = 40
cts_made_buffers = 5
htreeDepth = 2
tritoncts_clock_tree = "done"

[grt]
overflow = 0
pin_count_of_the_biggest_net_entering_global_routing = 14
first_global_vias = 1154
grt_antenna_before_repair = 0
grt_first_pass_wirelength_mm = 5.07
track_usage_pct = 17.5

[yosys]
yosysSeqAreaShare_pct = 69.9
synth.area.top_cells = "edfxtp_1 70%, mux4_2 26%, buf_6 1.3%, and3b_1 1.0%, clkbuf_2 0.58%"
synth.yosys.warnings = 3
yosys-stat-area_sq_mm = 0.00172
synthesis.area_sq_mm = 0.00172
count_of_instantiated_cells_in_the_yosys_netlist = 69
numSynthFlops = 40
area_leader_share_pct = 69.9
netlist_instances = 69
synthDominantAreaCellType = "edfxtp_1"
yosysUniqueCellTypes = 8
post_synth.cell_area_avg_sq_um = 24.9

[final_timing]
pins_over_their_slew_limit = 0
max_slew.worst_pin.slew_ns = 0.265
timing.max_slew.rel_slack_pct = 82.3
final_hold_viol_count = 0
whs_ns = 1.46
slack_of_the_critical_path_ns = -0.885
grt_setup_unrepaired = "yes"
final_setup_fails = 20

[pwr]
ir_worst_vdd_uv = 543
internal_power_w = 0.00168
leakagePower_nw = 1.03
power.density_mw_per_mm2 = 916
clock_power_share_pct = 44.0
power.sequential.fraction_pct = 46.3
p_switching_w = 0.000576
relative_contribution_of_combinational_cells_to_total_power_pct = 9.8
swShare_pct = 25.5

[finish]
flip_flop_count_of_the_largest_register_all_copies_and_words_added = 40
biggestRegsByFlops = "registers: 40 flops"
layout.filler_cells = 312
layout-drive-gt1-share_pct = 42.7
most_flops_register = "registers"
area_growth_pct = 43.2
layout.cells.most_common_list = "40 x inv_1, 40 x edfxtp_1, 23 x buf_2"

[setup_path]
worst_setup_path_start_kind = "flop"
critPathArrivalTime_ns = 2.41
critical_path.endpoint_type = "primary output"
crit_fanout = 2
worstSetupPathType = "reg2out"
worst_ep_required_time_ns = 1.52

[flow_run]
drv.max_cap_violation_count = 0
log.warning_count = 70

[placed_design]
finalWeightedCongestion = 0.784
place_ws_ns = -0.711
detailed_place_hpwl_mm = 2.17
portBuffers = 37

[hold_path]
min-delay-path-class = "in2reg"
min_path_cells = 3

[floorplanning]
fp_util_pct = 42.4
core.rowCount = 23
core_area_sq_mm = 0.00406
die-width_um = 67.6
floorplan.io_pins = 40
vertical_die_dimension_um = 67.6
chip_area_sq_mm = 0.00456

[routing]
initialDrtViolationCount = 37
routed_wirelength_mm = 3.21
detailroute.via_count = 1031
avgViaCountPerCell = 4.82
drt_pre_antenna_iters = 4
final_antenna_net_count = 0
num_antenna_cells = 0
drc_errors = 0
avgRoutedWirePerCell_um = 15.0
## metal layers
layer | global-route usage, % | wire length (um)
met4 | 4.79 | 30
met5 | 0 | 0
met3 | 9.93 | 185
met2 | 26.4 | 1720
met1 | 23.2 | 1280
## cells in the mapped netlist
cell	n
inv_1	1
and3_1	1
buf_6	2
clkbuf_2	2
edfxtp_1	40
mux4_2	20
nor3b_1	1
and3b_1	2
## power by group through the flow
| stage | sequential [W] | clock, W | combinational (W) |
|---|---|---|---|
| after CTS | 0.00104 | 0.00105 | 0.000226 |
| after global routing | 0.00105 | 0.00114 | 0.000241 |
| final | 0.00104 | 0.000991 | 0.000220 |
## cells by family (layout without fill, tap and decap cells)
kind of cell           after synthesis  count (layout)  synth area share [%]
and+or+nand+nor                      4               4                  1.82
buffers and inverters                5             100                  2.11
DFF                                 40              40                  69.9
muxes                               20              20                  26.2
## worst paths after layout
check,slack (ns),from,end
hold / removal,1.46,WRA[0],registers[0][4]
setup / recovery,-0.89,registers[2][7],Q1[7]
## area by class of cell
cell class	count	area [sq um]	area share [%]
Clock buffer	5	68.8	2.80
Tap cell	50	62.6	2.54
Multi-Input combinational cell	24	500	20.3
Clock inverter	43	195	7.93
Sequential cell	40	1200	48.8
Timing Repair Buffer	52	433	17.6
## what timing repair did
item,in CTS,in global routing
setup buffers,2,0
gates resized,76,0
pin swaps,1,0
setup endpoints to repair,60,20
## critical path: stages (launching register included)
cell	delay, ns
edfxtp_1	0.38
buf_4	0.15
mux4_2	0.44
buf_2	0.12
## per-stage QoR
stage	power (W)	TNS [ns]	area [sq um]	std cells	utilization, %
floorplan	0.00127	-7.25	1740	69	-
global placement	0.00144	-46.00	2290	165	56.3
detailed placement	0.00145	-47.22	2290	165	56.3
CTS	0.00232	-15.51	2460	214	60.7
global route	0.00242	-16.35	2460	214	60.7
finish	0.00225	-15.05	2460	214	60.7
Power and IR drop assume default switching activity.
