`/design/flow/design.v`:
```
module controller #(
    parameter LOAD = 4'b0000,
    parameter COPY = 4'b0001,
    parameter ADD = 4'b0010,
    parameter SUB = 4'b0011,
    parameter INV = 4'b0100,
    parameter FLIP = 4'b0101,
    parameter AND = 4'b0110,
    parameter OR = 4'b0111,
    parameter XOR = 4'b1000,
    parameter LSL = 4'b1001,
    parameter LSR = 4'b1010,
    parameter ASR = 4'b1011,
    parameter ADDI = 4'b1100,
    parameter SUBI = 4'b1101
)
(
    input logic [9:0] INST,      
    input logic [1:0] T,         
    output logic [9:0] IMM,      
    output logic [1:0] Rin,      
    output logic [1:0] Rout,     
    output logic ENW,            
    output logic ENR,            
    output logic Ain,            
    output logic Gin,            
    output logic Gout,           
    output logic [3:0] ALUcont,  
    output logic Ext,            
    output logic IRin,           
    output logic Clr             
);
always_comb begin
    IMM = 10'bzzzzzzzzzz;
    Rin = 2'b0;
    Rout = 2'b0;
    ENW = 1'b0;
    ENR = 1'b0;
    Ain = 1'b0;
    Gin = 1'b0;
    Gout = 1'b0;
    ALUcont = 4'bzzzz;
    Ext = 1'b0;
    IRin = 1'b0;
    Clr = 1'b0;
    if (T == 2'b00) begin
        Ext = 1;
        IRin = 1;
    end else if (T == 2'b01) begin
        if (INST[9:8] == 2'b00 && INST[3:0] == LOAD) begin
            Ext = 1;
            Rin = INST[7:6];
            ENW = 1;
            Clr = 1;
        end
        else if (INST[9:8] == 2'b00 && INST[3:0] == COPY) begin
            Rout = INST[5:4];
            ENR = 1;
            Rin = INST[7:6];
            ENW = 1;
            Clr = 1;
        end
        else begin
            Rout = INST[7:6];
            ENR = 1;
            Ain = 1;
        end
    end
    else if (T == 2'b10) begin
        Gin = 1;
        if (INST[9:8] == 2'b00) begin
            Rout = INST[5:4];
            ENR = 1;
            ALUcont = INST[3:0];
        end else if (INST[9:8] == 2'b10) begin
            ENR = 0;
            IMM[5:0] = INST[5:0];
            IMM[9:6] = 4'b0000;
            ALUcont = 4'b0010;
        end else begin
            ENR = 0;
            IMM[5:0] = INST[5:0];
            IMM[9:6] = 4'b0000;
            ALUcont = 4'b0011;
        end
    end else if ( T == 2'b11 ) begin
        Gout = 1;
        Rin = INST[7:6];
        ENW = 1;
        Clr = 1;
    end else begin
    end
end
endmodule
```
`/design/flow/run.sh`:
```
#!/bin/bash
# OpenROAD 26Q1-2900-gdf79404cd8, Yosys 0.63+post, stock flow scripts
make -C /OpenROAD-flow-scripts/flow DESIGN_CONFIG=/design/flow/config.mk WORK_HOME=/design/flow/orfs finish
```
`/design/flow/config.mk`:
```
export PLATFORM = sky130hd
export DESIGN_NAME = controller
export DESIGN_NICKNAME = controller
export VERILOG_FILES = /design/flow/design.v
export SDC_FILE = /design/flow/constraint.sdc
export NUM_CORES = 4
export LEC_CHECK = 1
export CORE_AREA = 10 10 70 70
export DIE_AREA = 0 0 80 80
```
`/design/flow/constraint.sdc`:
```
current_design controller

set clk_period 2.7
set clk_io_pct 0.2

create_clock -name clk0 -period $clk_period

set non_clock_inputs [all_inputs -no_clocks]
set_input_delay [expr $clk_period * $clk_io_pct] -clock clk0 $non_clock_inputs
set_output_delay [expr $clk_period * $clk_io_pct] -clock clk0 [all_outputs]
```
==> results.toml <==
# generated from flow reports
[outcome]
outcome = "finished clean"

[final_layout]
clock_buffers = 0
regArea_um2 = 0
post-route-util_pct = 20.9
nFillCells = 384
layout-drive-gt1-share_pct = 27.4
syn_to_final_growth_pct = 136
stdcell_count = 119
design_area_um2 = 713
ff_count = 0

[pwr]
max-vdd-ir-drop_uv = 45.2
p_int_uw = 60.2
swShare_pct = 31.4
power_frac_seq_pct = 0
switchingPower_uw = 27.5
power_leakage_nw = 0.334
clkPwrFrac_pct = 0
comb_power_share_pct = 100.0
power.density_mw_per_mm2 = 123

[grt]
gr-usage-met1_pct = 5.88
grt_antenna_before_repair = 0
globalRouteOverflowTotal = 0
first_global_vias = 440
gr-max-usage-layer = "met1"
grt_util_met2_pct = 4.33
grt_pass1_wl_um = 2070
globalRouteMet3Util_pct = 3.30
grt_max_degree = 7
grtUsageTotal_pct = 3.98

[worst_setup_path]
crit_family = "buffers and inverters"
critPathKind = "input pin to output pin"
path_cells = "clkdlybuf4s50_1 > nor2_2 > a41o_1 > a22o_1 > clkdlybuf4s50_1"
crit_required_ps = 2160
crit_path_start_kind = "input pin"
crit_arrival_ps = 2060
path_max_fanout = 3
path_buffers = 2
cp_common_cell = "clkdlybuf4s50_1"
end_kind = "output pin"
cpMaxStageDelayCell = "clkdlybuf4s50_1"
slowest_delay_ps = 470

[die]
dieWidth_um = 80
die_h_um = 80
ioPinCount = 38
row_count = 21
dieArea_mm2 = 0.00640
initCoreUtil_pct = 8.86
core_area_mm2 = 0.00342

[route]
drc = 0
firstDrtPassIters = 4
via_per_inst = 3.28
vias = 390
drt_wl_total_um = 1400
num_antenna_cells = 0
drt-initial-drc-count = 11
wl_per_cell_um = 11.8
ant_nets = 0

[final_timing]
hold_viol = 0
setup-violations-final = 0
fmax_mhz = 385
rsz0062_at_grt = "false"
fin_ws_ps = 102
period_needed_ps = 2600
post-route-period-util_pct = 96.2
tns_ps = 0
slew_violations = 0

[placement]
dp_hpwl_um = 1220
dp.cells = 117
place.port_buffers = 34
place_area_um2 = 678
dp_slack_ps = -122
gp_congestion = 0.733

[synth]
syn_avg_cell_area_um2 = 7.97
yosys_area_um2 = 303
ys_seq_share_pct = 0
synth_cell_type_count = 20
syn_inst = 38
syn-cell-area_um2 = 303
ys_cells = 38
yosys_warnings = 3

[flow_run]
drv_cap = 0
warning_count = 32

[hold_path]
hold_class = "input pin to output pin"
[cell type report]
class | count | area, um2 | area share, %
inverters | 2 | 7.51 | 1.05
multi-input cells | 26 | 224 | 31.4
well taps | 46 | 57.6 | 8.07
repair buffers | 45 | 424 | 59.5
[power groups by stage]
stage	Combinational (mW)	Sequential, mW	Clock [mW]
6_report	0.0877	0	0
5_1_grt	0.0959	0	0
4_1_cts	0.0876	0	0
[cell usage in the layout (no fill, tap or decap), drive strengths merged]
cell / netlist / layout
clkdlybuf4s50: 0 / 29
buf: 13 / 11
conb: 1 / 4
dlygate4sd2: 0 / 3
nor2: 3 / 3
and2: 3 / 3
nor3: 2 / 2
a21o: 2 / 2
a22o: 2 / 2
o211a: 2 / 2
dlymetal6s2s: 0 / 2
inv: 2 / 2
and2b: 1 / 1
nor2b: 1 / 1
a21boi: 1 / 1
nor4b: 1 / 1
a41o: 1 / 1
nand3b: 1 / 1
a21oi: 1 / 1
o21a: 1 / 1
[what timing repair did]
item | in CTS | in global routing
pin swaps | 2 | 0
hold buffers | 0 | 0
setup buffers | 2 | 0
setup endpoints to repair | 7 | 5
resized | 4 | 4
[worst paths after layout]
path      end     from  slack, ps  cells past startpoint
max   Rout[0]  INST[3]        100                      5
min       Ext     T[1]       1750                      3
[worst min-delay path: stages]
cell and delay [ps]:
dlymetal6s2s_1 170, a21oi_1 70, clkdlybuf4s50_1 430
[stage by stage]
step | hold slack (ps) | total power, mW
6_report | 1750 | 0.0877
5_1_grt | 1790 | 0.0959
4_1_cts | 1780 | 0.0876
3_5_place_dp | 1920 | 0.0855
3_3_place_gp | 1930 | 0.0857
2_1_floorplan | 1120 | 0.0286
[cell usage after synthesis]
cell type	count	share of area, %
inv_2	1	1.2
a21boi_2	1	3.7
and2b_2	1	2.9
a21o_1	2	5.0
and2_2	1	2.5
a22o_1	2	5.8
and2_1	2	4.1
conb_1	1	1.2
nor4b_2	1	5.0
inv_1	1	1.2
buf_4	12	30
a21oi_1	1	1.7
o211a_1	2	6.6
nor2_1	3	3.7
nand3b_1	1	2.5
o21a_1	1	2.5
buf_6	1	3.7
nor2b_2	1	2.9
a41o_1	1	3.3
nor3_4	2	11
[logic make-up (layout without fill, tap and decap cells)]
| group | count (synthesis) | count (layout) | share of synthesized area (%) |
|---|---|---|---|
| buffers and inverters | 15 | 47 | 35.9 |
| and+or+nand+nor | 12 | 12 | 34.3 |
| AOI/OAI and AO/OA | 10 | 10 | 28.5 |
| other | 1 | 4 | 1.24 |
[metal layers]
layer | routed length [um] | up-vias
met3 | 324 | 0
met5 | 0 | -
li1 | - | 186
met1 | 716 | 169
met4 | 0 | 0
met2 | 358 | 35
No activity file was given, so power comes from the tool's default toggle rates.
