File: ./run.sh
#!/bin/bash
# OpenROAD 26Q1-2900-gdf79404cd8, Yosys 0.63+post, stock flow scripts
make -C /OpenROAD-flow-scripts/flow DESIGN_CONFIG=/design/flow/config.mk WORK_HOME=/design/flow/orfs finish
File: ./config.mk
export PLATFORM = sky130hd
export DESIGN_NAME = OutputLogic
export DESIGN_NICKNAME = OutputLogic
export VERILOG_FILES = /design/flow/design.v
export SDC_FILE = /design/flow/constraint.sdc
export NUM_CORES = 4
export LEC_CHECK = 1
export CORE_AREA = 10 10 77 77
export DIE_AREA = 0 0 87 87
File: ./constraint.sdc
current_design OutputLogic

set clk_period 2.8
set clk_io_pct 0.2

create_clock -name clk0 -period $clk_period

set non_clock_inputs [all_inputs -no_clocks]
set_input_delay [expr $clk_period * $clk_io_pct] -clock clk0 $non_clock_inputs
set_output_delay [expr $clk_period * $clk_io_pct] -clock clk0 [all_outputs]
File: ./design.v
module OutputLogic (
    input logic [9:0] BUS,      
    input logic [9:0] REG,      
    input logic [1:0] TIME,     
    input logic PEEKb,          
    input logic Clr,            
    output logic [9:0] LEDB,    
    output logic [6:0] THEX,    
    output logic [6:0] DHEX2,
	output logic [6:0] DHEX1,
	output logic [6:0] DHEX0,
    output logic DONE            
);
    assign LEDB = BUS[9:0];   
    always_comb begin
        case (TIME)
            2'b00: THEX =  7'b1000000;   
            2'b01: THEX =  7'b1111001;   
            2'b10: THEX =  7'b0100100;   
            2'b11: THEX =  7'b0110000;   
            default: THEX = 7'b1111111;  
        endcase
    end
    always_comb begin
        if (PEEKb) begin
			case (BUS[9:8])
				2'b00: DHEX2 = 7'b1000000;  
				2'b01: DHEX2 = 7'b1111001;  
				2'b10: DHEX2 = 7'b0100100;  
				2'b11: DHEX2 = 7'b0110000;  
				default: DHEX2 = 7'b1111111;  
			endcase
			case (BUS[7:4])
				4'b0000: DHEX1 = 7'b1000000;  
				4'b0001: DHEX1 = 7'b1111001;  
				4'b0010: DHEX1 = 7'b0100100;  
				4'b0011: DHEX1 = 7'b0110000;  
				4'b0100: DHEX1 = 7'b0011001;  
				4'b0101: DHEX1 = 7'b0010010;  
				4'b0110: DHEX1 = 7'b0000010;  
				4'b0111: DHEX1 = 7'b1111000;  
				4'b1000: DHEX1 = 7'b0000000;  
				4'b1001: DHEX1 = 7'b0010000;  
				4'b1010: DHEX1 = 7'b0001000;  
				4'b1011: DHEX1 = 7'b0000011;  
				4'b1100: DHEX1 = 7'b1000110;  
				4'b1101: DHEX1 = 7'b0100001;  
				4'b1110: DHEX1 = 7'b0000110;  
				4'b1111: DHEX1 = 7'b0001110;  
				default: DHEX1 = 7'b1111111;  
			endcase
			case (BUS[3:0])
				4'b0000: DHEX0 = 7'b1000000;  
				4'b0001: DHEX0 = 7'b1111001;  
				4'b0010: DHEX0 = 7'b0100100;  
				4'b0011: DHEX0 = 7'b0110000;  
				4'b0100: DHEX0 = 7'b0011001;  
				4'b0101: DHEX0 = 7'b0010010;  
				4'b0110: DHEX0 = 7'b0000010;  
				4'b0111: DHEX0 = 7'b1111000;  
				4'b1000: DHEX0 = 7'b0000000;  
				4'b1001: DHEX0 = 7'b0010000;  
				4'b1010: DHEX0 = 7'b0001000;  
				4'b1011: DHEX0 = 7'b0000011;  
				4'b1100: DHEX0 = 7'b1000110;  
				4'b1101: DHEX0 = 7'b0100001;  
				4'b1110: DHEX0 = 7'b0000110;  
				4'b1111: DHEX0 = 7'b0001110;  
				default: DHEX0 = 7'b1111111;  
			endcase
        end
		else begin
			case (REG[9:8])
				2'b00: DHEX2 = 7'b1000000;  
				2'b01: DHEX2 = 7'b1111001;  
				2'b10: DHEX2 = 7'b0100100;  
				2'b11: DHEX2 = 7'b0110000;  
				default: DHEX2 = 7'b1111111;  
			endcase
			case (REG[7:4])
				4'b0000: DHEX1 = 7'b1000000;  
				4'b0001: DHEX1 = 7'b1111001;  
				4'b0010: DHEX1 = 7'b0100100;  
				4'b0011: DHEX1 = 7'b0110000;  
				4'b0100: DHEX1 = 7'b0011001;  
				4'b0101: DHEX1 = 7'b0010010;  
				4'b0110: DHEX1 = 7'b0000010;  
				4'b0111: DHEX1 = 7'b1111000;  
				4'b1000: DHEX1 = 7'b0000000;  
				4'b1001: DHEX1 = 7'b0010000;  
				4'b1010: DHEX1 = 7'b0001000;  
				4'b1011: DHEX1 = 7'b0000011;  
				4'b1100: DHEX1 = 7'b1000110;  
				4'b1101: DHEX1 = 7'b0100001;  
				4'b1110: DHEX1 = 7'b0000110;  
				4'b1111: DHEX1 = 7'b0001110;  
				default: DHEX1 = 7'b1111111;  
			endcase
			case (REG[3:0])
				4'b0000: DHEX0 = 7'b1000000;  
				4'b0001: DHEX0 = 7'b1111001;  
				4'b0010: DHEX0 = 7'b0100100;  
				4'b0011: DHEX0 = 7'b0110000;  
				4'b0100: DHEX0 = 7'b0011001;  
				4'b0101: DHEX0 = 7'b0010010;  
				4'b0110: DHEX0 = 7'b0000010;  
				4'b0111: DHEX0 = 7'b1111000;  
				4'b1000: DHEX0 = 7'b0000000;  
				4'b1001: DHEX0 = 7'b0010000;  
				4'b1010: DHEX0 = 7'b0001000;  
				4'b1011: DHEX0 = 7'b0000011;  
				4'b1100: DHEX0 = 7'b1000110;  
				4'b1101: DHEX0 = 7'b0100001;  
				4'b1110: DHEX0 = 7'b0000110;  
				4'b1111: DHEX0 = 7'b0001110;  
				default: DHEX0 = 7'b1111111;  
			endcase
        end
    end
    always_comb begin
        if (Clr) begin
            DONE = 1'b1;
        end else begin
            DONE = 1'b0;
        end
    end
endmodule
==> results.toml <==
# generated from flow reports
[timing]
hold_viol_final = 0
finalClockPeriodUsage_pct = 96.9
timing.fmax_mhz = 368
setup_violations = 0
rsz0062_at_grt = "false"
fin_crit_ns = 2.71
drv_slew = 0
holdWs_ns = 1.12

[grt]
grt_util_all_layers_pct = 10.7
grt_pass1_vias = 1469
grt_pass1_wl_um = 7010
grt_start_max_net_pins = 35
grt_overflow = 0
antenna_found_initial = 0

[floorplan]
pin_count = 63
fp.dieH_um = 87
die_w_um = 87
initCoreUtil_pct = 32.4
std_cell_rows = 24
core_area_um2 = 4350
dieArea_um2 = 7570

[placed_design]
dpl.cell_count = 309
post_dp_cell_area_um2 = 2290
gp_congestion = 0.828
dp.final_hpwl_um = 3390
port_buffers = 59

[detailed_routing]
drc = 0
routed_wl_um = 4120
wl_per_cell_um = 13.1
via_count = 1494
ant_nets = 0
diodes = 0
drt-pass1-iter-count = 4
viasPerCell = 4.74
drt_iter0_markers = 39

[yosys]
synth_chip_area_um2 = 1410
synth.avg_cell_area_um2 = 8.10
synth_seq_share_pct = 0
ys_types = 35
ys_cells = 174
syn-cell-area_um2 = 1410
yosys_warnings = 1
syn_inst = 174

[layout]
area_growth_pct = 75.0
nClkBuffers = 0
drive_above_1_share_pct = 39.9
comb_area_um2 = 1280
finalNonFillerCells = 315
fillers = 381
design_area_um2 = 2460
lay_top_cells = "buf_4 (45), clkdlybuf4s50_1 (43), ha_1 (16)"
regArea_um2 = 0
flop-count = 0
lay_top_count = "buf_4"
fin_util_pct = 56.6

[pwr]
internal_power_uw = 224
clock_power_share_pct = 0
switchingPower_uw = 128
power.leakage_uw = 0.00117
seq_power_share_pct = 0
p_per_area_nw_per_um2 = 143
finalPower_uw = 352
pwr-share-comb_pct = 100.0
ir_worst_vdd_v = 0.0000595
switching_share_pct = 36.4

[hold_path]
hold_class = "input port to output port"
min_path_cells = 0

[critical_path]
criticalPathCategory = "input port to output port"
critical_path_arrival_ns = 2.15
critical_path.max_fanout = 3
end_kind = "output port"
slowest_stage = "mux4_2"
slowest_delay_ns = 0.46
crit_chain = "buf_2, inv_2, ha_4, inv_1, mux4_2, mux2_4, clkdlybuf4s50_1"
crit_path_start_kind = "input port"
required_ns = 2.24

[outcome]
status = "finished, final reports clean"

[run]
drv_cap = 0
warning_count = 56
## power groups by stage
stage	registers, uW	logic [uW]	clock network (uW)
4_1_cts	0	355	0
5_1_grt	0	391	0
6_report	0	352	0
## synthesized netlist by cell type (all sizes together) (2+ instances only)
library cell	number	area share, %
ha	28	25
inv	14	3.7
nand2b	3	1.3
mux2i	14	9.9
a211oi	4	2.1
nor3	6	2.1
mux4	4	6.7
a21oi	9	3.2
clkbuf	5	1.3
a22oi	3	1.6
a31oi	2	0.89
a221oi	4	2.5
nand2	2	0.53
a2bb2oi	2	1.2
o221ai	2	1.2
o21ai	3	1.1
nor2	11	2.9
o31a	2	1.2
mux2	13	10
buf	23	11
nor2b	8	3.6
## layer usage
layer	global-route usage (%)	wire, um	up-vias
li1	-	-	790
met1	15.4	2030	666
met4	0	0	0
met3	1.70	254	0
met5	0	0	-
met2	17.4	1840	38
## worst paths after layout
kind    from        to  slack (ns)
max   REG[5]  DHEX1[3]        0.09
min      Clr      DONE        1.12
## through the flow
stage	worst slack [ns]	setup TNS, ns
5_1_grt	0.00182	0
3_3_place_gp	-0.373	-2.71
3_5_place_dp	-0.380	-2.68
4_1_cts	0.00268	0
6_report	0.0854	0
2_1_floorplan	0.610	0
## cell type report
class | count | share of cell area, %
inverters | 14 | 2.23
repair buffers | 116 | 43.1
well taps | 52 | 2.64
multi-input cells | 133 | 52.0
## critical path: cells and delay by family
kind                     cells  cell delay [ns]
multiplexers                 2             0.74
adder cells (fa/ha/maj)      1             0.26
buffers and inverters        4             0.59
## repair_timing
| item | 4_1_cts | 5_1_grt |
|---|---|---|
| hold buffers | 0 | 0 |
| hold endpoints to repair | 0 | 0 |
| pin swaps | 0 | 2 |
| endpoints found under the setup margin | 14 | 8 |
| setup buffers | 6 | 0 |
| gates resized | 63 | 10 |
## kinds of logic after synthesis
group	count (synthesis)	share of synthesized area (%)
and+or+nand+nor	36	13.6
muxes	31	27.0
buffers and inverters	42	16.3
other	1	0.266
AOI/OAI and AO/OA	36	18.0
adders and majority gates	28	24.9
Power figures rest on the tool's default switching activity, not on a simulated workload.
